--- flow/design.v ---
module selezionatore_8vie_nbit(z1, z2, z3, z4, z5, z6, z7, z8, x, alpha);
	parameter N = 31;
	input [N-1:0]x;
	output [N-1:0]z1;
	output [N-1:0]z2;
	output [N-1:0]z3;
	output [N-1:0]z4;
	output [N-1:0]z5;
	output [N-1:0]z6;
	output [N-1:0]z7;
	output [N-1:0]z8;
	input  [2:0]alpha;
	assign #1 z1 = (((~alpha[2]) & (~alpha[1]) & (~alpha[0])) ? x : 0);
	assign #1 z2 = (((~alpha[2]) & (~alpha[1]) & alpha[0]) ? x : 0);
	assign #1 z3 = (((~alpha[2]) & alpha[1] & (~alpha[0])) ? x : 0);
	assign #1 z4 = (((~alpha[2]) & alpha[1] & alpha[0]) ? x : 0);
	assign #1 z5 = ((alpha[2] & (~alpha[1]) & (~alpha[0])) ? x : 0);
	assign #1 z6 = ((alpha[2] & (~alpha[1]) & alpha[0]) ? x : 0);
	assign #1 z7 = ((alpha[2] & alpha[1] & (~alpha[0])) ? x : 0);
	assign #1 z8 = ((alpha[2] & alpha[1] & alpha[0]) ? x : 0);
endmodule
--- flow/run.sh ---
#!/bin/bash
# OpenROAD 26Q1-2900-gdf79404cd8, Yosys 0.63+post, stock flow scripts
make -C /OpenROAD-flow-scripts/flow DESIGN_CONFIG=/design/flow/config.mk WORK_HOME=/design/flow/orfs finish
--- flow/config.mk ---
export PLATFORM = sky130hd
export DESIGN_NAME = selezionatore_8vie_nbit
export DESIGN_NICKNAME = selezionatore_8vie_nbit
export VERILOG_FILES = /design/flow/design.v
export SDC_FILE = /design/flow/constraint.sdc
export NUM_CORES = 4
export LEC_CHECK = 1
export CORE_AREA = 10 10 131 131
export DIE_AREA = 0 0 141 141
--- flow/constraint.sdc ---
current_design selezionatore_8vie_nbit

set clk_period 1.0
set clk_io_pct 0.2

create_clock -name clk0 -period $clk_period

set non_clock_inputs [all_inputs -no_clocks]
set_input_delay [expr $clk_period * $clk_io_pct] -clock clk0 $non_clock_inputs
set_output_delay [expr $clk_period * $clk_io_pct] -clock clk0 [all_outputs]
==> flow_summary.ini <==
; yosys + openroad results
[outcome]
status = complete, but fails checks
violations = setup timing

[logic_synthesis]
yosysCellCount = 329
ys_types = 13
ys_chip_area_mm2 = 0.00324
netlist_instances = 329
ys_warn_count = 0
ys_top_cells_by_count = and4b_1, and4bb_2, buf_2
ys_seq_share_pct = 0
synth_area_mm2 = 0.00324
yosysTopAreaCellShare_pct = 30.9
top_area_cell = and4bb_2
syn_avg_cell_area_um2 = 9.85
synth.most_common_cell = and4b_1
topCellsByArea = and4bb_2, and4b_1, nor4b_2

[critical_path]
cpMaxStageDelayCell = and4bb_2
worstSetupPathType = input port to primary output
critPathLaunchType = input port
endpoint_kind = primary output
slowest_delay_ps = 280
critPathArrivalTime_ps = 1210
critPathRequiredTime_ps = 800
path_cells = buf_16 -> buf_12 -> buf_6 -> buf_6 -> buf_16 -> and4bb_2 -> clkbuf_2
critPathMaxFanout = 5

[placed_design]
place_congestion = 0.842
portBuffers = 282
placed_cells = 755
dpl_cell_area_mm2 = 0.00630
place_hpwl_um = 11900

[power]
power.density_mw_per_mm2 = 364
peakVddDrop_uv = 253
leakage_uw = 0.00543

[die]
die-area_mm2 = 0.0199
die_w_um = 141
core_mm2 = 0.0144
boundaryPins = 282
fp_util_pct = 22.5
dieHeight_um = 141
rows = 44

[final_timing]
tns_ps = -54480
period_minus_slack_ps = 1410
rsz0062_at_grt = true
holdWs_ps = 741
fin_ws_ps = -412
report.final.slew_viol_count = 0
period_used_pct = 141
max_freq_mhz = 708
setup_viol = 248
worstMarginPinSlew_ps = 212
slew_headroom_pct = 85.6
hold_viol = 0

[layout]
seq_area_um2 = 0
utilization_pct = 66.4
nClkBuffers = 0
ff_count = 0
final-instance-count-excl-fill = 1012
drive_gt1_share_pct = 81.0
area_growth_pct = 196
finish.instance_area_mm2 = 0.00958
fillers = 956
comb_area_mm2 = 0.00315

[route]
drc = 0
ant_nets = 0
wl_um = 25500
diodes = 0
firstDrtPassIters = 5
viasPerCell = 5.39
vias = 5455
wl_per_cell_um = 25.1
drtIter0Drc = 325

[min_path]
min_delay_path_depth = 3
whs_endpoint = z1[21]
hold_class = input port to primary output
hp-start = x[21]

[grt]
grt_max_degree = 43
antenna_found_initial = 0
grt-ovfl-total = 0
grt_pass1_vias = 4558
grt_pass1_wl_um = 30400
grt_use_total_pct = 18.9

[job]
warnings = 34
cap_violations = 0

[clock_tree]
hold_buffers = 0
-- cells in the final DEF (no fill, tap or decap) --
cell	netlist	routed
nor4bb_4	0	6
buf_2	57	100
and4_1	31	31
nor4bb_2	8	4
buf_16	0	32
nor4b_4	0	26
clkbuf_16	0	37
and4bb_2	80	80
buf_6	4	120
dlymetal6s2s_1	0	29
and4bb_1	3	3
clkbuf_2	6	136
bufbuf_16	0	1
buf_12	0	26
buf_4	7	67
and4b_1	93	93
clkdlybuf4s15_2	0	9
clkdlybuf4s50_1	0	1
buf_8	0	22
nor4b_2	22	5
-- metrics by stage --
step / worst slack [ps] / power [uW]
after floorplan: 66.7 / 696
after global placement: -829 / 1670
after detailed placement: -844 / 1680
after CTS: -507 / 2400
after global routing: -433 / 3640
final: -412 / 3490
-- kinds of logic after synthesis --
kind of cell           after synthesis  synth area share [%]
buffers and inverters               81                  13.6
and+or+nand+nor                    248                  86.4
-- timing repair --
action                                 CTS  global route
endpoints found under the hold margin    0             0
buffers inserted                        38           157
setup endpoints to repair              248           248
gates resized                          492           522
gates cloned                            33            41
pin swaps                               33           121
-- critical path, delay by kind of cell --
kind / cells / cell delay [ps]
simple gates: 1 / 280
buf+inv: 6 / 740
-- report_power, final --
group,internal (uW),switching [uW]
Sequential,0,0
Clock,0,0
Combinational,2230,1260
-- cell type report --
class / instances / area share [%]
timing repair buffer: 580 / 64.7
multi-input combinational: 248 / 32.9
tap: 184 / 2.40
-- metal layers --
layer  global-route usage, %  up-vias  routed length, um  share of wire [%]
met2                    31.3      276              12100                 48
met3                    7.23       24               2330                9.1
met1                    24.0     2698              10700                 42
met4                   0.543        0                333                1.3
met5                       0        -                  0                  0
li1                        -     2457                  -                  -
-- worst max path at each step --
stage / from / to / slack (ps) / cells past startpoint
4_1_cts: alpha[1] / z5[14] / -510 / 4
6_report: alpha[0] / z3[0] / -410 / 7
5_1_grt: alpha[0] / z3[0] / -430 / 7
Power and IR drop assume default switching activity.
