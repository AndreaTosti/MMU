`run.sh`:
```
#!/bin/bash
# OpenROAD 26Q1-2900-gdf79404cd8, Yosys 0.63+post, stock flow scripts
make -C /OpenROAD-flow-scripts/flow DESIGN_CONFIG=/design/flow/config.mk WORK_HOME=/design/flow/orfs finish
```
`config.mk`:
```
export PLATFORM = sky130hd
export DESIGN_NAME = PC
export DESIGN_NICKNAME = PC
export VERILOG_FILES = /design/flow/design.v
export SDC_FILE = /design/flow/constraint.sdc
export NUM_CORES = 4
export LEC_CHECK = 1
export CORE_AREA = 10 10 70 70
export DIE_AREA = 0 0 80 80
```
`constraint.sdc`:
```
current_design PC

set clk_period 2.7
set clk_io_pct 0.2

create_clock -name clk0 -period $clk_period [get_ports {clock}]

set non_clock_inputs [all_inputs -no_clocks]
set_input_delay [expr $clk_period * $clk_io_pct] -clock clk0 $non_clock_inputs
set_output_delay [expr $clk_period * $clk_io_pct] -clock clk0 [all_outputs]
```
`design.v`:
```
module OmegaPC(
			    bIndoutc, bOpoutc, bRdyoutc, bAckinc, bDataoutc, bIndtabril, bEsito, bRdyin, 
				bAckout, bFlush, bOpoutm, bIndoutm, bRdyoutm, bAckinm, bReg_v, bDataout, bCl, bS,
				aKindoutc, aKesito, aKreg_v, 
				rdyin, op, esito_ma, ackinc, opoutc, esitoc, ackinm, opoutm, esitom, 
				stato
			  );
output bIndoutc, bOpoutc, bRdyoutc, bAckinc, bDataoutc, bIndtabril, bEsito, bRdyin;
output bAckout, bFlush, bOpoutm, bIndoutm, bRdyoutm, bAckinm, bReg_v, bDataout, bCl, bS;
output aKindoutc;
output [1:0]aKesito;
output aKreg_v;
input [1:0]stato;
input rdyin;
input [1:0]op;
input esito_ma;
input ackinc;
input [1:0]opoutc;
input esitoc;
input ackinm;
input [1:0]opoutm;
input esitom;
	assign #2 bIndoutc = (
						   	((~stato[1]) & (~stato[0]) & rdyin & (~op[1]) & (~op[0]) & (~esito_ma)) ? 1 :
							((~stato[1]) & (~stato[0]) & rdyin & (~op[1]) & op[0] & (~esito_ma)) ? 1 :
							(stato[1] & (~stato[0]) & (~op[1]) & (~op[0]) & ackinm & opoutm[1] & opoutm[0] & (~esitom)) ? 1 :
							(stato[1] & (~stato[0]) & (~op[1]) & op[0] & ackinm & opoutm[1] & opoutm[0] & (~esitom)) ? 1 : 0
						 );
	assign #2 bOpoutc = (
							((~stato[1]) & (~stato[0]) & rdyin & (~op[1]) & (~op[0]) & (~esito_ma)) ? 1 :
							((~stato[1]) & (~stato[0]) & rdyin & (~op[1]) & op[0] & (~esito_ma)) ? 1 :
							(stato[1] & (~stato[0]) & (~op[1]) & (~op[0]) & ackinm & opoutm[1] & opoutm[0] & (~esitom)) ? 1 :
							(stato[1] & (~stato[0]) & (~op[1]) & op[0] & ackinm & opoutm[1] & opoutm[0] & (~esitom)) ? 1 : 0
						);
	assign #2 bRdyoutc = (
							((~stato[1]) & (~stato[0]) & rdyin & (~op[1]) & (~op[0]) & (~esito_ma)) ? 1 :
							((~stato[1]) & (~stato[0]) & rdyin & (~op[1]) & op[0] & (~esito_ma)) ? 1 :
							(stato[1] & (~stato[0]) & (~op[1]) & (~op[0]) & ackinm & opoutm[1] & opoutm[0] & (~esitom)) ? 1 :
							(stato[1] & (~stato[0]) & (~op[1]) & op[0] & ackinm & opoutm[1] & opoutm[0] & (~esitom)) ? 1 : 0
						 );
	assign #2 bAckinc = (
							((~stato[1]) & (~stato[0]) & rdyin & (~op[1]) & (~op[0]) & (~esito_ma)) ? 1 :
							((~stato[1]) & (~stato[0]) & rdyin & (~op[1]) & op[0] & (~esito_ma)) ? 1 :
							(stato[1] & (~stato[0]) & (~op[1]) & (~op[0]) & ackinm & opoutm[1] & opoutm[0] & (~esitom)) ? 1 :
							(stato[1] & (~stato[0]) & (~op[1]) & op[0] & ackinm & opoutm[1] & opoutm[0] & (~esitom)) ? 1 : 0
						);
	assign #2 bDataoutc = (
							((~stato[1]) & (~stato[0]) & rdyin & (~op[1]) & op[0] & (~esito_ma)) ? 1 :
							(stato[1] & (~stato[0]) & (~op[1]) & op[0] & ackinm & opoutm[1] & opoutm[0] & (~esitom)) ? 1 : 0
						  );
	assign #2 bIndtabril = (
								((~stato[1]) & (~stato[0]) & rdyin & op[1] & (~op[0])) ? 1 : 0
						   );
	assign #2 bEsito = (
							((~stato[1]) & (~stato[0]) & rdyin & op[1] & (~op[0])) ? 1 :
							((~stato[1]) & stato[0] & ackinc & (~opoutc[1]) & (~opoutc[0]) & (~esitoc)) ? 1 :
							((~stato[1]) & stato[0] & ackinc & (~opoutc[1]) & opoutc[0] & (~esitoc)) ? 1 :
							((~stato[1]) & stato[0] & ackinc & esitoc) ? 1 :
							(stato[1] & (~stato[0]) & ackinm & esitom) ? 1 : 0
					   );
	assign #2 bRdyin = (
							((~stato[1]) & (~stato[0]) & rdyin & op[1] & (~op[0])) ? 1 :
							((~stato[1]) & stato[0] & ackinc & (~opoutc[1]) & (~opoutc[0]) & (~esitoc)) ? 1 :
							((~stato[1]) & stato[0] & ackinc & (~opoutc[1]) & opoutc[0] & (~esitoc)) ? 1 :
							((~stato[1]) & stato[0] & ackinc & esitoc) ? 1 :
							(stato[1] & (~stato[0]) & ackinm & esitom) ? 1 : 0
					   );
	assign #2 bAckout = (
							((~stato[1]) & (~stato[0]) & rdyin & op[1] & (~op[0])) ? 1 :
							((~stato[1]) & stato[0] & ackinc & (~opoutc[1]) & (~opoutc[0]) & (~esitoc)) ? 1 :
							((~stato[1]) & stato[0] & ackinc & (~opoutc[1]) & opoutc[0] & (~esitoc)) ? 1 :
							((~stato[1]) & stato[0] & ackinc & esitoc) ? 1 :
							(stato[1] & (~stato[0]) & ackinm & esitom) ? 1 : 0
						);
	assign #2 bFlush = (
							((~stato[1]) & (~stato[0]) & rdyin & op[1] & (~op[0])) ? 1 : 0
					   );
	assign #2 bOpoutm = (
							((~stato[1]) & (~stato[0]) & rdyin & (~op[1]) & (~op[0]) & esito_ma) ? 1 :
							((~stato[1]) & (~stato[0]) & rdyin & (~op[1]) & op[0] & esito_ma) ? 1 : 0
						);	
	assign #2 bIndoutm = (
							((~stato[1]) & (~stato[0]) & rdyin & (~op[1]) & (~op[0]) & esito_ma) ? 1 :
							((~stato[1]) & (~stato[0]) & rdyin & (~op[1]) & op[0] & esito_ma) ? 1 : 0
						 );
	assign #2 bRdyoutm = (
							((~stato[1]) & (~stato[0]) & rdyin & (~op[1]) & (~op[0]) & esito_ma) ? 1 :
							((~stato[1]) & (~stato[0]) & rdyin & (~op[1]) & op[0] & esito_ma) ? 1 : 0							
						 );
	assign #2 bAckinm = (
							((~stato[1]) & (~stato[0]) & rdyin & (~op[1]) & (~op[0]) & esito_ma) ? 1 :
							((~stato[1]) & (~stato[0]) & rdyin & (~op[1]) & op[0] & esito_ma) ? 1 : 0	
						);
	assign #2 bReg_v = (
							((~stato[1]) & (~stato[0]) & rdyin & (~op[1]) & (~op[0]) & esito_ma) ? 1 :
							((~stato[1]) & (~stato[0]) & rdyin & (~op[1]) & op[0] & esito_ma) ? 1 :
							(stato[1] & (~stato[0]) & (~op[1]) & (~op[0]) & ackinm & opoutm[1] & opoutm[0] & (~esitom)) ? 1 :
							(stato[1] & (~stato[0]) & (~op[1]) & op[0] & ackinm & opoutm[1] & opoutm[0] & (~esitom)) ? 1 :
							(stato[1] & (~stato[0]) & ackinm & esitom) ? 1 : 0
					   );
	assign #2 bDataout = (
							((~stato[1]) & stato[0] & ackinc & (~opoutc[1]) & (~opoutc[0]) & (~esitoc)) ? 1 : 0
						 );
	assign #2 bCl = (
						(stato[1] & (~stato[0]) & (~op[1]) & (~op[0]) & ackinm & opoutm[1] & opoutm[0] & (~esitom)) ? 1 :
						(stato[1] & (~stato[0]) & (~op[1]) & op[0] & ackinm & opoutm[1] & opoutm[0] & (~esitom)) ? 1 : 0
					);
	assign #2 bS = (
						(stato[1] & (~stato[0]) & (~op[1]) & (~op[0]) & ackinm & opoutm[1] & opoutm[0] & (~esitom)) ? 1 :
						(stato[1] & (~stato[0]) & (~op[1]) & op[0] & ackinm & opoutm[1] & opoutm[0] & (~esitom)) ? 1 : 0
				   );
	assign #2 aKindoutc = (
							(stato[1] & (~stato[0]) & (~op[1]) & (~op[0]) & ackinm & opoutm[1] & opoutm[0] & (~esitom)) ? 1 :
							(stato[1] & (~stato[0]) & (~op[1]) & op[0] & ackinm & opoutm[1] & opoutm[0] & (~esitom)) ? 1 : 0							
						  );
	assign #2 aKesito = (
							(stato[1] & (~stato[0]) & ackinm & esitom) ? {1'b1, 1'b0} : 
							((~stato[1]) & stato[0] & ackinc & esitoc) ? {1'b0, 1'b1} : 
							{1'b0, 1'b0}
					    );
	assign #2 aKreg_v = (
							((~stato[1]) & (~stato[0]) & rdyin & (~op[1]) & (~op[0]) & esito_ma) ? 1 :
							((~stato[1]) & (~stato[0]) & rdyin & (~op[1]) & op[0] & esito_ma) ? 1 : 0							
						);
endmodule
module PC(
			bIndoutc, bOpoutc, bRdyoutc, bAckinc, bDataoutc, bIndtabril, bEsito, bRdyin, 
			bAckout, bFlush, bOpoutm, bIndoutm, bRdyoutm, bAckinm, bReg_v, bDataout, bCl, bS,
			aKindoutc, aKesito, aKreg_v, 
			clock, rdyin, op, esito_ma, ackinc, opoutc, esitoc, ackinm, opoutm, esitom
		 );
	output bIndoutc, bOpoutc, bRdyoutc, bAckinc, bDataoutc, bIndtabril, bEsito, bRdyin;
	output bAckout, bFlush, bOpoutm, bIndoutm, bRdyoutm, bAckinm, bReg_v, bDataout, bCl, bS;
	output aKindoutc;
	output [1:0]aKesito;
	output aKreg_v;
	input clock;
	input rdyin;
	input [1:0]op;
	input esito_ma;
	input ackinc;
	input [1:0]opoutc;
	input esitoc;
	input ackinm;
	input [1:0]opoutm;
	input esitom;
	wire [1:0]stato;
	wire [1:0]nuovostato;
	OmegaPC omega_PC(bIndoutc, bOpoutc, bRdyoutc, bAckinc, bDataoutc, bIndtabril, bEsito, bRdyin, 
					 bAckout, bFlush, bOpoutm, bIndoutm, bRdyoutm, bAckinm, bReg_v, bDataout, bCl, bS,
					 aKindoutc, aKesito, aKreg_v, 
					 rdyin, op, esito_ma, ackinc, opoutc, esitoc, ackinm, opoutm, esitom, 
					 stato);
	SigmaPC sigma_PC(nuovostato,
					 rdyin, op, esito_ma, ackinc, opoutc, esitoc, ackinm, opoutm, esitom,
					 stato);
	registro #(2) s(stato, clock, 1'b1, nuovostato); 
endmodule
module SigmaPC(
				sprimo,
				rdyin, op, esito_ma, ackinc, opoutc, esitoc, ackinm, opoutm, esitom, stato
			  );
	input [1:0]stato;
	input rdyin;
	input [1:0]op;
	input esito_ma;
	input ackinc;
	input [1:0]opoutc;
	input esitoc;
	input ackinm;
	input [1:0]opoutm;
	input esitom;
	output wire [1:0]sprimo;
assign #2 sprimo = (
						(	((~stato[1]) & (~stato[0]) & rdyin & (~op[1]) & (~op[0]) & esito_ma) |
							((~stato[1]) & (~stato[0]) & rdyin & (~op[1]) & op[0] & esito_ma) |
							(stato[1] & (~stato[0]) & (~ackinm))
  						) ? {1'b1, 1'b0} : 
						(
							((~stato[1]) & (~stato[0]) & rdyin & (~op[1]) & (~op[0]) & (~esito_ma)) |
							((~stato[1]) & (~stato[0]) & rdyin & (~op[1]) & op[0] & (~esito_ma)) |
							((~stato[1]) & stato[0] & (~ackinc)) |
							(stato[1] & (~stato[0]) & (~op[1]) & (~op[0]) & ackinm & (~esitom) & opoutm[1] & opoutm[0]) |
							(stato[1] & (~stato[0]) & (~op[1]) & op[0] & ackinm & opoutm[1] & opoutm[0] & (~esitom))
						) ? {1'b0, 1'b1} : {1'b0, 1'b0}
				   );
endmodule
module registro(out, clock, beta, in);
	parameter N = 32;
	output [N-1:0]out;
	input clock;
	input beta;
	input [N-1:0]in;
	reg [N-1:0]stato;
	initial
	begin 
		stato = 0;
	end
	always @(posedge clock)
	begin 
		if(beta == 1)
			stato <= in;
	end
	assign out = stato;
endmodule
```
==> results.toml <==
# flow metrics
[synthesis]
xor_share_pct = 0
ys_sh_aoi_pct = 9.17
yosysMostFrequentCell = "buf_4"
synth_cell_types = 20
ys_ff = 2
top_cells_by_area = "buf_4 31%, dfxtp_1 14%, inv_1 5.2%"
synth_top_area_share_pct = 31.4
ys_cells = 39
syn_area_per_cell_um2 = 7.35
yosysWarnings = 1
ys_async_sr_fraction_pct = 0
yosys.area.top_type = "buf_4"
top_cells_by_count = "12 x buf_4, 4 x inv_1, 3 x nand2_1"
yosys_most_used_dff = "dfxtp_1"
netlist_instances = 39
synthMuxAreaShare_pct = 0
synth_area_um2 = 287
ys_top_logic_family = "simple AND/OR/NAND/NOR gates"
ys_sh_adder_pct = 0
yosys_area_um2 = 287
ys_seq_share_pct = 14.0
synth-simple-area-share_pct = 40.2
edf_count = 0

[place]
gp_congestion = 0.783
numPortBuffers = 34
dpl.hpwl_um = 1000
placed_cell_area_um2 = 609

[min_path]
hold_path.class = "register to register"
hold_start = "s.stato[1]$_SDFF_PP1_"

[critical_path]
start_kind = "input pin"
critPathKind = "input pin to output port"
cp_data_required_time_ns = 2.16
crit_family = "buffers and inverters"
crit_buf_inv = 2
cp_data_arrival_time_ns = 2.02
worst_path_max_delay_cell = "clkdlybuf4s50_1"
worstPathCellList = "clkdlybuf4s50_1 -> nand3b_2 -> nor2_2 -> or3_1 -> clkdlybuf4s50_1"
slowest_delay_ns = 0.45
cpMostUsedCell = "clkdlybuf4s50_1"
startpoint = "ackinm"
rr_startpoint = "s.stato[0]$_SDFF_PP0_"
worst-path-max-fanout = 4
end_kind = "output port"

[route]
routedWlPerCell_um = 10.6
diodes = 0
met3_length_um = 249
top_layer = "met3"
drcViolationCount = 0
first_pass_iters = 2
drt-vias-per-instance = 3.03
final_antenna_net_count = 0
drt-initial-drc-count = 17
dr_wl_met2_um = 463
wl_um = 1180
vias = 339
met1_length_um = 470

[final_layout]
drive_above_1_share_pct = 15.2
reg_top3 = "s.stato x2"
fin_area_um2 = 666
area_delta_synth_final_pct = 132
regMostFlops = "s.stato"
largest_reg_flops = 2

[pwr]
power.total_uw = 178
p_leak_uw = 0.000259
power_density_nw_per_um2 = 267
vdd_ir_drop_max_v = 0.0000741

[clock_network]
post_cts_buffers = 0
post_cts_resized = 0
cts_buffer_depth = 2
path_clk_slew_ns = 0.03
cts_buffers = 3
clock_latency_ns = 0.22
cts-htree-levels = 1
cts_root_buffer = "clkbuf_4"
cts_tree = "yes"
holdBufCountCts = 0
clkSinkCount = 2

[sta]
min_period_ns = 2.56
drv_slew = 0
setup-violations-final = 0
hold_viol = 0
timing.fmax_mhz = 391
rsz0062_at_grt = "no"
relSlewSlack_pct = 79.5
tightest_slew_ns = 0.304
tns_ns = 0
fin_worst_skew_ns = 0.00352
fin_crit_sh_pct = 94.7

[global_route]
grtUsageTotal_pct = 3.51
antenna_found_initial = 0
grt_pass1_wl_um = 1750
grt-ovfl-total = 0
grt_pass1_vias = 345
grt_max_degree = 7

[floorplanning]
die-area_um2 = 6400
dieHeight_um = 80
die_w_um = 80
coreArea_um2 = 3420
core.rowCount = 21
io-pin-count = 35
fp_util_pct = 8.39

[job]
drv_cap = 0
warnings = 25

[outcome]
status = "complete, no violations"
## cells by family (layout without fill, tap and decap cells)
family | after synthesis | after routing
AOI/OAI and AO/OA | 4 | 4
and+or+nand+nor | 17 | 17
DFF | 2 | 2
buffers and inverters | 16 | 43
## area by class of cell
| type | count | area [um2] |
|---|---|---|
| Tap cell | 46 | 57.6 |
| Clock buffer | 3 | 22.5 |
| Sequential cell | 2 | 40.0 |
| Multi-Input combinational cell | 21 | 173 |
| Inverter | 4 | 15.0 |
| Fill cell | 383 | 2750 |
| Timing Repair Buffer | 36 | 358 |
## metrics by stage
| step | utilization [%] | setup slack [ns] | hold slack [ns] | cells |
|---|---|---|---|---|
| final | 19.5 | 0.144 | 0.582 | 112 |
| after floorplan | - | 0.994 | 0.509 | 39 |
| after detailed placement | 17.8 | 0.0683 | 0.547 | 109 |
| after CTS | 18.5 | 0.0540 | 0.564 | 112 |
| after global placement | 17.8 | 0.0929 | 0.541 | 109 |
| after global routing | 19.5 | 0.0171 | 0.624 | 112 |
## worst register-to-register path, delay by kind of cell, from the launching register on
kind	cells	cell delay, ns
AND-OR/OR-AND	1	0.07
buffers and inverters	1	0.15
flip-flops	1	0.43
AND/OR/NAND/NOR	2	0.43
## placed cells by master, fill, tap and decap left out, drive strengths merged
cell type       n
nor4b           1
nor4            2
dlymetal6s2s    1
o2bb2ai         1
inv             4
and2            1
a21o            1
nor3b           1
nand2           3
nand2b          1
clkbuf          3
a21oi           1
dfxtp           2
or3             1
nand3b          2
or2             1
clkdlybuf4s50  33
o21ai           1
nor2            3
buf             2
nand4bb         1
## power breakdown
part	switching, uW	leakage (uW)	internal (uW)
clock network	17.3	0.0000138	49.1
logic	19.1	0.000229	53.9
registers	5.79	0.0000165	32.8
total	42.1	0.000259	136
## per-layer routing
metal / up-vias / GRT usage (%)
met3: 0 / 3.07
met2: 24 / 4.74
met4: 0 / 0.880
met1: 139 / 4.03
li1: 176 / -
met5: - / 0
## final timing paths
| kind | to | slack [ns] | cells past startpoint |
|---|---|---|---|
| min | s.stato[1]$_SDFF_PP1_ | 0.58 | 2 |
| max reg2reg | s.stato[0]$_SDFF_PP0_ | 1.50 | 4 |
| min reg2reg | s.stato[1]$_SDFF_PP1_ | 0.58 | 2 |
| max | bEsito | 0.14 | 5 |
Power figures rest on the tool's default switching activity, not on a simulated workload.
